File: /design/flow/design.v
module C_sign_extended(a, z);
input a;
output reg [31:0] z;
always @(*) begin 
	if(a==1) begin
		 z = 32'b1111_1111_1111_1111_1111_1111_1111_1111;
	end else begin	
		z = 32'b0000_0000_0000_0000_0000_0000_0000_0000;
	end
end
endmodule 
`timescale 1ns/10ps  
module GPReg(
	output reg [31:0] q,  
	input wire clk,  
	input wire clr,  
	input wire enable,  
	input wire [31:0] d  
);
	always@(posedge clk) 
	begin
		if (clr) begin
			q[31:0] = 32'b0;  
		end
		else if(enable) begin
			q[31:0] = d[31:0];
		end 
	end
endmodule
module SelectAndEncodeBlock(
	input wire  Gra, Grb, Grc, Rin, Rout, BAout,  
	input wire [3:0] Ra, Rb, Rc,  
	input wire clk, clr, IRin,
	input wire [31:0] busMuxOut, IROut,
	output R0out, R1out, R2out, R3out, R4out, R5out, R6out, R7out, R8out, R9out, R10out, R11out, R12out, R13out, R14out, R15out, R0in, R1in, 
							  R2in, R3in, R4in, R5in,  R6in, R7in, R8in, R9in, R10in, R11in, R12in, R13in, R14in, R15in,
	output [31:0] C_sign_extended);
	wire[3:0] AndAOut, AndBOut, AndCOut; 
	wire[3:0] DecIn;  
	wire[15:0] DecOut;
	wire BARorOut;  
	andSE RaAND(Ra, Gra, AndAOut);
	andSE RbAND(Rb, Grb, AndBOut);
	andSE RcAND(Rc, Grc, AndCOut);
	orSE DecORin(AndAOut, AndBOut, AndCOut, DecIn);
	or2t1  RoutOrBAout(BAout, Rout, BARorOut);
	decoder4t16 IRdecoder(DecIn, DecOut);
	and2t1 R0ANDIN(Rin, DecOut[0], R0in);
	and2t1 R1ANDIN(Rin, DecOut[1], R1in);
	and2t1 R2ANDIN(Rin, DecOut[2], R2in);
	and2t1 R3ANDIN(Rin, DecOut[3], R3in);
	and2t1 R4ANDIN(Rin, DecOut[4], R4in);
	and2t1 R5ANDIN(Rin, DecOut[5], R5in);
	and2t1 R6ANDIN(Rin, DecOut[6], R6in);
	and2t1 R7ANDIN(Rin, DecOut[7], R7in);
	and2t1 R8ANDIN(Rin, DecOut[8], R8in);
	and2t1 R9ANDIN(Rin, DecOut[9], R9in);
	and2t1 R10ANDIN(Rin, DecOut[10], R10in);
	and2t1 R11ANDIN(Rin, DecOut[11], R11in);
	and2t1 R12ANDIN(Rin, DecOut[12], R12in);
	and2t1 R13ANDIN(Rin, DecOut[13], R13in);
	and2t1 R14ANDIN(Rin, DecOut[14], R14in);
	and2t1 R15ANDIN(Rin, DecOut[15], R15in);
	and2t1 R0ANDOUT(BARorOut,DecOut[0], R0out);
	and2t1 R1ANDOUT(BARorOut,DecOut[1], R1out);
	and2t1 R2ANDOUT(BARorOut,DecOut[2], R2out);
	and2t1 R3ANDOUT(BARorOut,DecOut[3], R3out);
	and2t1 R4ANDOUT(BARorOut,DecOut[4], R4out);
	and2t1 R5ANDOUT(BARorOut,DecOut[5], R5out);
	and2t1 R6ANDOUT(BARorOut,DecOut[6], R6out);
	and2t1 R7ANDOUT(BARorOut,DecOut[7], R7out);
	and2t1 R8ANDOUT(BARorOut,DecOut[8], R8out);
	and2t1 R9ANDOUT(BARorOut,DecOut[9], R9out);
	and2t1 R10ANDOUT(BARorOut,DecOut[10], R10out);
	and2t1 R11ANDOUT(BARorOut,DecOut[11], R11out);
	and2t1 R12ANDOUT(BARorOut,DecOut[12], R12out);
	and2t1 R13ANDOUT(BARorOut,DecOut[13], R13out);
	and2t1 R14ANDOUT(BARorOut,DecOut[14], R14out);
	and2t1 R15ANDOUT(BARorOut,DecOut[15], R15out);
	GPReg IR(IROut, clk, clr, IRin, busMuxOut);
	C_sign_extended CextensionOut(IROut, C_sign_extended);  
endmodule
module and2t1(a, b, z);
	input a, b;
	output z;
	assign z = a & b;
endmodule 
module andSE(a, b, z);
	input [3:0] a;
	input b;
	output [3:0] z;
	assign z[0] = b & a[0];
	assign z[1] = b & a[1];
	assign z[2] = b & a[2];
	assign z[3] = b & a[3];
endmodule 
module decoder4t16(a, z);
	input [3:0] a;
	output [15:0] z;
	parameter tempParam = 16'b0000_0000_0000_0001;  
	assign z = (a == 4'b0000) ? tempParam   :
               (a == 4'b0001) ? tempParam<<1: 
               (a == 4'b0010) ? tempParam<<2:
               (a == 4'b0011) ? tempParam<<3:
               (a == 4'b0100) ? tempParam<<4:
               (a == 4'b0101) ? tempParam<<5:
               (a == 4'b0110) ? tempParam<<6:
               (a == 4'b0111) ? tempParam<<7:
               (a == 4'b1000) ? tempParam<<8:
               (a == 4'b1001) ? tempParam<<9:
               (a == 4'b1010) ? tempParam<<10:
               (a == 4'b1011) ? tempParam<<11:
               (a == 4'b1100) ? tempParam<<12:
               (a == 4'b1101) ? tempParam<<13:
               (a == 4'b1110) ? tempParam<<14:
               (a == 4'b1111) ? tempParam<<15: 16'bxxxx_xxxx_xxxx_xxxx;
endmodule 
module or2t1(a, b, z);
	input a, b;
	output z;
	assign z = a|b;
endmodule 
module orSE(a, b, c, z);  
	input [3:0] a, b, c;
	output [3:0] z;
	assign z[0] = (a[0]|b[0]|c[0]);   
	assign z[1] = (a[1]|b[1]|c[1]); 
	assign z[2] = (a[2]|b[2]|c[2]); 
	assign z[3] = (a[3]|b[3]|c[3]); 
endmodule 
File: /design/flow/run.sh
#!/bin/bash
# OpenROAD 26Q1-2900-gdf79404cd8, Yosys 0.63+post, stock flow scripts
make -C /OpenROAD-flow-scripts/flow DESIGN_CONFIG=/design/flow/config.mk WORK_HOME=/design/flow/orfs finish
File: /design/flow/config.mk
export PLATFORM = sky130hd
export DESIGN_NAME = SelectAndEncodeBlock
export DESIGN_NICKNAME = SelectAndEncodeBlock
export VERILOG_FILES = /design/flow/design.v
export SDC_FILE = /design/flow/constraint.sdc
export NUM_CORES = 4
export LEC_CHECK = 1
export CORE_AREA = 10 10 70 70
export DIE_AREA = 0 0 80 80
File: /design/flow/constraint.sdc
current_design SelectAndEncodeBlock

set clk_period 2.5
set clk_io_pct 0.2

create_clock -name clk0 -period $clk_period [get_ports {clk}]

set non_clock_inputs [all_inputs -no_clocks]
set_input_delay [expr $clk_period * $clk_io_pct] -clock clk0 $non_clock_inputs
set_output_delay [expr $clk_period * $clk_io_pct] -clock clk0 [all_outputs]
==> out/summary.txt <==
Status - stopped before the end
Failed at - synthesis
Run Error - ERROR: Found 1 problems in 'check -assert'.
Post-synth seq share - 3.84%
Area leader share - 46.0%
Synth cell types - 14
Ys Warns - 3
Synthesis area per yosys - 522 sq um
Yosys top cell by area - buf_4
Top cells by area - buf_4 (46%), nor2_1 (24%), a222oi_1 (7.7%)
Ys cells - 84
Count of state elements after synthesis - 1
cells in the mapped netlist:
master and instances:
a222oi_1 4, nand2b_1 1, nand2_1 1, or3b_1 3
nor2_1 33, dfxtp_1 1, buf_4 32, mux2i_1 1
nand3b_1 3, o21ai_1 1, clkbuf_1 1, nand3_1 1
o21bai_1 1, or3_2 1
logic make-up after synthesis:
logic type | synth area share [%]
AOI/OAI and AO/OA | 10.1
and+or+nand+nor | 37.4
muxes | 1.92
buffers and inverters | 46.8
DFF | 3.84
