==> /design/flow/design.v <==
module mux_16X1(
  output [31:0] out,
  input [31:0] in0, in1, in2, in3, in4, in5, in6, in7, in8, in9, in10, in11, in12, in13, in14, in15,
  input selectSignal1, selectSignal2, selectSignal3, selectSignal4);
  wire[31:0] outA, outB;
  mux_8X1 m1 (outA, in0, in1, in2, in3, in4, in5, in6, in7, selectSignal1, selectSignal2, selectSignal3);
  mux_8X1 m2 (outB, in8, in9, in10, in11, in12, in13, in14, selectSignal1, selectSignal2, selectSignal3);
  mux_2X1 m3 (out, outA, outB, selectSignal4);
endmodule
`timescale 1ns/10ps
module mux_2X1(
	output reg [31:0] out,
	input [31:0] in0, in1, 
	input selectSignal);
	always@(*)  
	begin
		if (selectSignal == 1)
			out[31:0] <= in1[31:0];
		else
			out[31:0] <= in0[31:0];
		end
endmodule
module mux_32X1(
  output[31:0] out,
  input [31:0] in0, in1, in2, in3, in4, in5, in6, in7,
  input [31:0] in8, in9, in10, in11, in12, in13, in14, in15,
  input [31:0] in16, in17, in18, in19, in20, in21, in22, in23,
  input [31:0] in24, in25, in26, in28, in29, in30, in31,
  input selectSignal1, selectSignal2, selectSignal3, selectSignal4, selectSignal5);
  wire [31:0] outA, outB;
  mux_16X1 M1 (outA, in0, in1, in2, in3, in4, in5, in6, in7, in8, in9, in10, in11, in12, in13, in14, in15, selectSignal1, selectSignal2, selectSignal3, selectSignal4);
  mux_16X1 M2 (outB, in16, in17, in18, in18, in19, in20, in21, in22, in23, in24, in25, in26, in28, in29, in30, in31, selectSignal1, selectSignal2, selectSignal3, selectSignal4);
  mux_2X1 M3 (out, outA, outB, selectSignal5);
endmodule
module mux_4X1(
	output [31:0] out,
	input [31:0] in0, in1, in2, in3, 
	input selectSignal1, selectSignal2);
	wire[31:0] outA, outB;
	mux_2X1 m1(outA, in0, in1, selectSignal1);  
	mux_2X1 m2(outB, in2, in3, selectSignal1);  
	mux_2X1 m3(out, outA, outB, selectSignal2);  
endmodule
module mux_8X1(
  output [31:0] out,
  input [31:0] in0, in1, in2, in3, in4, in5, in6, in7, 
  input selectSignal1, selectSignal2, selectSignal3);
  wire[31:0] outA, outB;
  mux_4X1 M1(outA, in0, in1, in2, in3, selectSignal1, selectSignal2);  
  mux_4X1 M2(outB, in4, in5, in6, in7, selectSignal1, selectSignal2);  
  mux_2X1 M3(out, outA, outB, selectSignal3);  
endmodule
==> /design/flow/run.sh <==
#!/bin/bash
# OpenROAD 26Q1-2900-gdf79404cd8, Yosys 0.63+post, stock flow scripts
make -C /OpenROAD-flow-scripts/flow DESIGN_CONFIG=/design/flow/config.mk WORK_HOME=/design/flow/orfs finish
==> /design/flow/config.mk <==
export PLATFORM = sky130hd
export DESIGN_NAME = mux_32X1
export DESIGN_NICKNAME = mux_32X1
export VERILOG_FILES = /design/flow/design.v
export SDC_FILE = /design/flow/constraint.sdc
export NUM_CORES = 4
export LEC_CHECK = 1
export CORE_AREA = 10 10 396 396
export DIE_AREA = 0 0 406 406
==> /design/flow/constraint.sdc <==
current_design mux_32X1

set clk_period 4.2
set clk_io_pct 0.2

create_clock -name clk0 -period $clk_period

set non_clock_inputs [all_inputs -no_clocks]
set_input_delay [expr $clk_period * $clk_io_pct] -clock clk0 $non_clock_inputs
set_output_delay [expr $clk_period * $clk_io_pct] -clock clk0 [all_outputs]
==> changes_impl.md <==
### Physical design

- Outcome: finished clean
- Post-CTS sizing: 2
- Row count: around 140
- Combinational power share: 100.0%
- Total chip power: between 1500 and 2000 µW
- Min Tclk post-route: 4.03 ns
- Cell mode on critical path: clkdlybuf4s50_1
- Avg Inst Size Synth: ~12 µm²
- Congestion Overflow GR: 0
- VDD IR max: 0.0392 mV
- Area growth syn-to-layout: 185%
- Sw frac: between 30 and 40%
- Dominant cell area share: 59.5%
- CP cell instances: clkdlybuf4s50_1, mux4_2, nor2b_1, nor3_2, buf_4, a211oi_1, clkdlybuf4s50_1
- Reg power frac: 0%
- Worst-path maximum fanout: 1
- Hold Fails Final Rpt: 0
- Core region area: 148000 µm²
- Commonest cells in the netlist: mux4_2, mux2i_1, o22ai_1
- Post-Syn Instances: 488
- Initial antenna violation count: 99
- Top-count cell post-synth: mux4_2
- Vias in the first global route: between 9000 and 10000
- Critical Path RT: 3.36 ns
- Post-Syn Area: around 5800 µm²
- Via Count: 9251
- Fill cells: 16929
- Internal power: ~1100 µW
- Max cap viols: 0
- Pwr/cell area: roughly 110 nW/µm²
- HP Class: input port to output port
- Synth area leader: mux4_2
- Unrepaired setup endpoints after global routing: false
- Flop count: 0
- Placer Congestion: 0.971
- Pre-Place Util: 3.89%
- 1st-iter DRT viols: 627
- Post-DRT Antenna Nets: 0
- Final tally of setup violations: 0
- Worst path max stage delay: between 0.5 and 0.6 ns
- Register share after synthesis: 0%
- Worst slew margin: a little over 60%
- IO buf count: 773
- Final Slew Violations: 0
- First-pass GRT wire length: between 100000 and 150000 µm
- Tightest Pin Transition: between 0.5 and 0.6 ns
- Wire per inst: 29.1 µm
- Via density: 2.86
- CP startpoint kind: input port
- Largest net degree at the start of global routing: 31
- Family with the most delay on the worst path: buffers and inverters
- I/O pin total: a little over 1000
- Tcrit/Tclk final: 95.9%
- Area of the multi-input gates: approximately 5300 µm²
- Crit path capture type: output port
- NetSw: 639 µW
- Yosys cell types: 23
- P_leak: 0.00529 µW
- Share of layout cells above drive strength 1: about a fifth
- GR Util All Layers: roughly 11%
- WP buf/inv: 3
- Seq. cell area: 0 µm²
- Tool Warnings: 288
- Arrival @ worst endpoint: 3.19 ns
- Drt total wl: 94000 µm
- Clkbuf count: 0
- Hpwl dp: 88000 µm
- Cts hold-fix bufs: 0
- YS chip area: 5760 µm²
- Chip height: a little over 400 µm
- # Cells Yosys: 488
- Yosys warns: 4
- Highest Clock Rate: 248 MHz
- Main area contributors: mux4_2, mux2i_1, o22ai_1
- Setup WS pre-CTS: -0.0488 ns
- Hold_ws: between 2 and 3 ns
- Chip area: 165000 µm²
- Setup bufs post-CTS: 0
- Slowest cell on the critical path: mux4_2
- Clock power share: 0%
- Die W: 406 µm
- DRC: 0
- Final setup margin: roughly 0.17 ns
- First-pass DRT Iterations: 5
- Setup Crit Path Kind: input port to output port
-- layout by cell type (no fill, tap or decap), types with 16 or more instances in the layout --
cell type,Yosys,final
a21oi_1,24,24
clkdlybuf4s50_1,0,769
mux2i_1,72,71
nor2_1,24,23
buf_12,0,16
o22ai_1,45,45
diode_2,0,23
a211oi_1,24,24
mux4_2,152,152
nand2_1,19,18
buf_4,19,66
-- metal layers --
metal | vias up | global-route usage [%] | routed length [µm]
li1 | 3795 | - | -
met1 | 4384 | 11.5 | 32000
met2 | 782 | 18.3 | 44800
met3 | 184 | 8.11 | 15600
met4 | 106 | 0.323 | 905
met5 | - | 0 | 683
-- cells by family after synthesis --
group	synth area share (%)
AND-OR/OR-AND	14.9
buffers and inverters	7.61
multiplexers	73.6
AND/OR/NAND/NOR	3.93
-- power groups by stage --
stage	clock network, µW	registers (µW)	logic (µW)
5_1_grt	0.0000644	0	1840
6_report	0.000673	0	1740
4_1_cts	0	0	1780
-- final timing paths --
kind,from,endpoint,slack (ns),cells past startpoint
min,selectSignal4,out[10],2.72,5
max,in16[14],out[14],0.17,7
-- tightest hold or removal path: stages --
cell             delay (ns)
clkdlybuf4s50_1        0.44
nor2_2                 0.16
buf_12                 0.17
a211oi_1               0.12
buf_12                 0.13
-- metrics by stage --
stage | TNS, ns | util (%) | cells | cell area, µm²
6_report | 0 | 11.1 | 3230 | 16400
5_1_grt | 0 | 11.1 | 3209 | 16400
4_1_cts | 0 | 11.1 | 3207 | 16300
3_5_place_dp | -0.0488 | 11.0 | 3207 | 16300
3_3_place_gp | -0.0313 | 11.0 | 3207 | 16300
2_1_floorplan | 0 | - | 488 | 5760
-- area by class of cell --
cell class | count | area share (%)
repair buffers | 854 | 52.1
multi-input cells | 414 | 32.6
well taps | 1930 | 14.7
diodes | 23 | 0.351
inverters | 9 | 0.206
Power is estimated from default activity; no workload was simulated.
